## design.v

```verilog
`timescale 1ns / 1ps
module ssd(
    input clk,
    input rst,
    input [6:0] SSD7,
    input [6:0] SSD6,
    input [6:0] SSD5,
    input [6:0] SSD4,
    input [6:0] SSD3,
    input [6:0] SSD2,
    input [6:0] SSD1,
    input [6:0] SSD0,
    output reg a_out,
    output reg b_out,
    output reg c_out,
    output reg d_out,
    output reg e_out,
    output reg f_out,
    output reg g_out,
    output reg p_out,
	output reg [7:0] an
          );
reg [2:0] state; 
reg [19:0] counter; 
always @ (posedge clk) begin  
	if(rst) begin	 
		state <= 0;  
		counter <= 0;
	end 
	else begin  
		if(counter == 20'h186A0) begin	  
			state <= state + 1;
			counter <= 0;
		end
		else
			counter <= counter + 1;  
	end
end
always@(posedge clk)
begin
	if(rst) 
	begin
		an[7:0] <= 8'b11111111;
		a_out <= 1;
		b_out  <= 1;
		c_out  <= 1;
		d_out  <= 1;
		e_out  <= 1;
		f_out  <= 1;
		g_out  <= 1;
		p_out  <= 1;
	end
	else
	begin
	   case(state)
	   0:
	   begin
            an[7:0] <= 8'b11111110;
            a_out  <= SSD0[6];
            b_out  <= SSD0[5];
            c_out  <= SSD0[4];
            d_out  <= SSD0[3];
            e_out  <= SSD0[2];
            f_out  <= SSD0[1];
            g_out  <= SSD0[0];
	   end
	   1:
	   begin
            an[7:0] <= 8'b11111101;
            a_out  <= SSD1[6];
            b_out  <= SSD1[5];
            c_out  <= SSD1[4];
            d_out  <= SSD1[3];
            e_out  <= SSD1[2];
            f_out  <= SSD1[1];
            g_out  <= SSD1[0];
	   end
	   2:
	   begin
            an[7:0] <= 8'b11111011;
            a_out  <= SSD2[6];
            b_out  <= SSD2[5];
            c_out  <= SSD2[4];
            d_out  <= SSD2[3];
            e_out  <= SSD2[2];
            f_out  <= SSD2[1];
            g_out  <= SSD2[0];
	   end
	   3:
	   begin
            an[7:0] <= 8'b11110111;
            a_out  <= SSD3[6];
            b_out  <= SSD3[5];
            c_out  <= SSD3[4];
            d_out  <= SSD3[3];
            e_out  <= SSD3[2];
            f_out  <= SSD3[1];
            g_out  <= SSD3[0];
	   end
	   4:
	   begin
            an[7:0] <= 8'b11101111;
            a_out  <= SSD4[6];
            b_out  <= SSD4[5];
            c_out  <= SSD4[4];
            d_out  <= SSD4[3];
            e_out  <= SSD4[2];
            f_out  <= SSD4[1];
            g_out  <= SSD4[0];
	   end
	   5:
	   begin
            an[7:0] <= 8'b11011111;
            a_out  <= SSD5[6];
            b_out  <= SSD5[5];
            c_out  <= SSD5[4];
            d_out  <= SSD5[3];
            e_out  <= SSD5[2];
            f_out  <= SSD5[1];
            g_out  <= SSD5[0];
	   end
	   6:
	   begin
            an[7:0] <= 8'b10111111;
            a_out  <= SSD6[6];
            b_out  <= SSD6[5];
            c_out  <= SSD6[4];
            d_out  <= SSD6[3];
            e_out  <= SSD6[2];
            f_out  <= SSD6[1];
            g_out  <= SSD6[0];
	   end
	   7:
	   begin
            an[7:0] <= 8'b01111111;
            a_out  <= SSD7[6];
            b_out  <= SSD7[5];
            c_out  <= SSD7[4];
            d_out  <= SSD7[3];
            e_out  <= SSD7[2];
            f_out  <= SSD7[1];
            g_out  <= SSD7[0];
	   end
	   endcase
	end
end
endmodule
```

## run.sh

```bash
#!/bin/bash
# OpenROAD 26Q1-2900-gdf79404cd8, Yosys 0.63+post, stock flow scripts
make -C /OpenROAD-flow-scripts/flow DESIGN_CONFIG=/design/flow/config.mk WORK_HOME=/design/flow/orfs finish
```

## config.mk

```make
export PLATFORM = sky130hd
export DESIGN_NAME = ssd
export DESIGN_NICKNAME = ssd
export VERILOG_FILES = /design/flow/design.v
export SDC_FILE = /design/flow/constraint.sdc
export NUM_CORES = 4
export LEC_CHECK = 1
export CORE_AREA = 10 10 107 107
export DIE_AREA = 0 0 117 117
```

## constraint.sdc

```tcl
current_design ssd

set clk_period 3.2
set clk_io_pct 0.2

create_clock -name clk0 -period $clk_period [get_ports {clk}]

set non_clock_inputs [all_inputs -no_clocks]
set_input_delay [expr $clk_period * $clk_io_pct] -clock clk0 $non_clock_inputs
set_output_delay [expr $clk_period * $clk_io_pct] -clock clk0 [all_outputs]
```

==> results.sh <==
# flow metrics
export IMPL_layout_drive_gt1_share=0.0653
export IMPL_cells_yosys=222
export IMPL_number_of_inserted_filler_cells_in_the_final_layout=959
export IMPL_place_detailed_hpwl_mm=4.94
export IMPL_core_util_floorplan=0.214
export IMPL_crit_path_end="f_out"
export IMPL_io_buffers=72
export IMPL_ir_worst_vdd_v=0.000145
export IMPL_cp_depth=6
export IMPL_cts_tree="done"
export IMPL_design_power_total_mw=0.904
export IMPL_max_clock_freq_mhz=402
export IMPL_route_vias_total=1933
export IMPL_htree_num_levels=2
export IMPL_logic_family="simple AND/OR/NAND/NOR gates"
export IMPL_critical_path_reg2reg_endpoint="f_out"
export IMPL_routed_wire_length_per_instance_um=15.6
export IMPL_synthAoiAreaFrac=0.144
export IMPL_routed_wl_mm=6.26
export IMPL_crit_path_max_incr_delay_ns=0.68
export IMPL_max_slew_margin=0.465
export IMPL_clock_skew_final_ns=0.00861
export IMPL_avgViaCountPerCell=4.81
export IMPL_warning_count=32
export IMPL_num_io_pins=74
export IMPL_yosys_stat_area_mm2=0.00197
export IMPL_synth_cellmix_xorXnorShare=0.0490
export IMPL_final_max_slew_violation_count=0
export IMPL_chipArea_mm2=0.0137
export IMPL_maximum_number_of_pins_on_one_net_before_global_route_repair=19
export IMPL_synthFlopType="dfxtp_1"
export IMPL_muxShareOfSynthArea=0.0554
export IMPL_cts_root_buffer_cell="clkbuf_8"
export IMPL_post_route_period_util=0.777
export IMPL_holdBufCountCts=0
export IMPL_grt_setup_unrepaired="false"
export IMPL_worst_endpoint_required_ns=3.34
export IMPL_detail_route_first_pass_iterations=6
export IMPL_synth_edff_count=0
export IMPL_maxCapViolations=0
export IMPL_synthSimpleGateAreaFrac=0.258
export IMPL_layout_area_overhead_vs_synth_pct=45.0
export IMPL_proportion_of_synthesized_chip_area_in_sequential_cells=0.387
export IMPL_path_delay_family="simple AND/OR/NAND/NOR gates"
export IMPL_worst_setup_path_type="reg2reg"
export IMPL_cp_max_fo=15
export IMPL_routabilityCongestion=0.875
export IMPL_grt_overflow_total=0
export IMPL_grtUsageTotal=0.0873
export IMPL_worstHoldPathType="reg2reg"
export IMPL_worst_setup_path_end_kind="flip-flop"
export IMPL_run_status="finished clean"
export IMPL_die_h_um=117
export IMPL_avgSynthCellArea_um2=8.85
export IMPL_cp_start_kind="flip-flop"
export IMPL_topCellsByArea="dfxtp_1, ha_1, a222oi_1, nor2_1, nand4_1"
export IMPL_critical_path_cell_chain="inv_1 -> ha_1 -> nor4_1 -> nand2_1 -> nor2_1 -> a31oi_1"
export IMPL_drt_drc_violations_left=0
export IMPL_yosys_area_share_adder=0.0637
export IMPL_async_reset_ff_frac=0
export IMPL_cells_after_synthesis=222
export IMPL_placeableCoreArea_mm2=0.00920
export IMPL_critical_path_buf_inv_count=1
export IMPL_worst_r2r_cell_count=6
export IMPL_fin_setup_tns_ns=0
export IMPL_numClockSinks=38
export IMPL_share_of_yosys_cell_area_claimed_by_the_top_area_cell_type=0.387
export IMPL_cp_data_arrival_time_ns=2.62
export IMPL_tritoncts_num_buffers=5
export IMPL_hold_viol=0
export IMPL_power_density_mw_per_mm2=317
export IMPL_ys_ff=38
export IMPL_worstMarginPinSlew_ns=0.803
export IMPL_clk_transition_reported_paths_ns=0.07
export IMPL_fin_crit_ns=2.49
export IMPL_rows=35
export IMPL_chipWidth_um=117
export IMPL_synth_dominant_cell_count="dfxtp_1"
export IMPL_worst_path_max_delay_cell="dfxtp_1"
export IMPL_number_of_global_route_vias_before_repair=1885
export IMPL_drt_iter0_markers=136
export IMPL_r2r_setup_slack_ns=0.71
export IMPL_ys_types=42
export IMPL_cts_post_setup_buffers_inserted=0
export IMPL_yosysWarningCount=1
export IMPL_syn_area_mm2=0.00197
export IMPL_static_leakage_power_nw=0.953
export IMPL_cp_startpoint="state[2]"
export IMPL_clockBufferDepth=2
export IMPL_antenna_diode_count=0
export IMPL_grt_first_pass_wirelength_mm=9.62
export IMPL_ctsResizeCount=0
export IMPL_synthDominantAreaCellType="dfxtp_1"
export IMPL_worstReg2RegStart="state[2]"
export IMPL_most_instantiated_cells_after_synthesis="dfxtp_1, nor2_1, nand2_1"
export IMPL_worst_skew_pair_late_latency_ns=0.28
export IMPL_number_of_antenna_violations_at_the_first_check_in_global_routing=0
export IMPL_antenna_left=0
export IMPL_setup_viol=0
==> per-layer routing <==
| layer | wire length [um] | vias to the layer above | GRT usage |
|---|---|---|---|
| met1 | 2850 | 864 | 0.113 |
| met3 | 926 | 9 | 0.0402 |
| met5 | 0 | - | 0 |
| li1 | - | 952 | - |
| met2 | 2400 | 108 | 0.132 |
| met4 | 87 | 0 | 0.0173 |
==> registers in the layout, summed over array words and instances, names as in the netlist <==
signal	flops
c_out	1
d_out	1
f_out	1
counter	20
an	8
a_out	1
e_out	1
g_out	1
b_out	1
state	3
==> report_power, final <==
group | total [mW] | leakage [nW] | switching, mW | internal (mW)
Sequential | 0.487 | 0.309 | 0.00596 | 0.481
Clock | 0.306 | 0.0438 | 0.159 | 0.146
Combinational | 0.111 | 0.600 | 0.0288 | 0.0823
Total | 0.904 | 0.953 | 0.194 | 0.710
==> cell type report <==
type / instances / area (um^2) / area share
clock buffers: 5 / 68.8 / 0.0241
repair buffers: 72 / 721 / 0.253
multi-input cells: 167 / 1120 / 0.395
inverters: 7 / 26.3 / 0.00922
well taps: 111 / 139 / 0.0487
clock inverters: 2 / 10.0 / 0.00351
flip-flops and latches: 38 / 761 / 0.267
==> worst min path at each step <==
stage / end / cells after the start / start
6_report: counter[0] / 1 / counter[0]
4_1_cts: counter[0] / 1 / counter[0]
5_1_grt: counter[0] / 1 / counter[0]
==> layout by cell type, fill, tap and decap left out, types with 5 or more instances in the layout <==
master           netlist  routed
a21oi_1               11      11
a222oi_1              11      11
a31oi_1                5       5
clkbuf_8               0       5
clkdlybuf4s50_1        0      72
dfxtp_1               38      38
ha_1                  10      10
inv_1                  7       7
mux2_2                 6       6
nand2_1               17      17
nand3_1                8       8
nand4_1               11      11
nor2_1                29      29
nor4_1                 5       5
xnor2_1                5       5
xor2_1                 6       6
==> kinds of logic after synthesis <==
family / Yosys count
buffers and inverters: 17
flip-flops: 38
AND/OR/NAND/NOR: 96
XOR/XNOR: 11
AND-OR/OR-AND: 39
multiplexers: 10
other: 1
adder cells (fa/ha/maj): 10
==> metrics by stage <==
stage / setup WS, ns / utilization / area (um^2) / hold slack [ns] / cells
after global routing: 0.601 / 0.310 / 2850 / 0.518 / 402
after CTS: 0.762 / 0.310 / 2850 / 0.483 / 402
after detailed placement: 0.799 / 0.301 / 2770 / 0.466 / 395
after global placement: 0.883 / 0.301 / 2770 / 0.459 / 395
after floorplan: 1.13 / - / 1970 / 0.441 / 222
final: 0.713 / 0.310 / 2850 / 0.477 / 402
==> worst reg2reg max path, stage by stage (launching register included) <==
cell     delay, ns
dfxtp_1       0.68
inv_1         0.27
ha_1          0.34
nor4_1        0.52
nand2_1       0.32
nor2_1        0.16
a31oi_1       0.05
No activity file was given, so power comes from the tool's default toggle rates.
